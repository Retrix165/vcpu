$ cat flow/run.sh
#!/bin/bash
# OpenROAD 26Q1-2900-gdf79404cd8, Yosys 0.63+post, stock flow scripts
make -C /OpenROAD-flow-scripts/flow DESIGN_CONFIG=/design/flow/config.mk WORK_HOME=/design/flow/orfs finish
$ cat flow/config.mk
export PLATFORM = sky130hd
export DESIGN_NAME = ALU
export DESIGN_NICKNAME = ALU
export VERILOG_FILES = /design/flow/design.v
export SDC_FILE = /design/flow/constraint.sdc
export NUM_CORES = 4
export LEC_CHECK = 1
export CORE_UTILIZATION = 40
$ cat flow/constraint.sdc
current_design ALU

set clk_period 15.4
set clk_io_pct 0.2

create_clock -name clk0 -period $clk_period

set non_clock_inputs [all_inputs -no_clocks]
set_input_delay [expr $clk_period * $clk_io_pct] -clock clk0 $non_clock_inputs
set_output_delay [expr $clk_period * $clk_io_pct] -clock clk0 [all_outputs]
$ cat flow/design.v
module ALU( o_result, 
            o_zero, 
            o_neg, 
            i_operand1, 
            i_operand2, 
            i_ALUControl);
    output  reg[31:0]  o_result;
    output  reg        o_zero, 
                        o_neg;
    input   wire[31:0]  i_operand1, 
                        i_operand2;
    input   wire [3:0]  i_ALUControl;
    always @(*)
    begin 
        case(i_ALUControl)  
            4'b0000 : o_result = i_operand1 & i_operand2;  
            4'b0001 : o_result = i_operand1 | i_operand2;  
            4'b0010 : o_result = i_operand1 + i_operand2;  
            4'b0011 : o_result = i_operand1 ^ i_operand2;  
            4'b0110 : o_result = i_operand1 - i_operand2;  
            4'b1000 : o_result = i_operand1 << i_operand2;  
            4'b1001 : o_result = i_operand1 >> i_operand2;  
            4'b1010 : o_result = i_operand1 >>> i_operand2;  
        endcase;
        o_zero = o_result === 0;
        o_neg = o_result < 0;
    end
endmodule
==> run notes <==
Physical design

The run finished with clean final reports. For reference, the top logic cell family by area is AND-OR/OR-AND gates. The average wire length per cell after detail routing stands at about 27 um.

The layout-stage area growth over the synthesis result stands at 11.89%. The final report lists the setup-violating endpoint count as 0. The first detailed-routing pass took 5 iterations.

The fraction of registers with async set/reset stands at 0%. The number of distinct standard cells referenced by the synthesized netlist stands at 85. The mean instance size in the synthesized netlist stands at approximately 7.5 sq um.

Across the run, the number of max-cap violations was 0. Counting the warning lines in the Yosys log gives 33. The final timing report derives a shortest allowable period of 12.62 ns.

Post-CTS repair ended up resizing 0 cells. The cell count after synthesis stands at about 1300. The aggregate global routing overflow stands at 0. STA classifies the critical path endpoint as an output port.

The final RePlAce weighted congestion stands at 1.036. In the final timing run, aggregate negative setup slack is 0 ns. Measured against the total synthesized area, the mux share comes to 22.03%. The number of unconstrained endpoints stands at 64. From bottom edge to top edge, the die measures around 160 um.

The die outline width stands at roughly 160 um. The highest fanout seen on the critical path stands at 29. In the layout the commonest cells are 114 x sky130_fd_sc_hd__nor2_1, 111 x sky130_fd_sc_hd__nand2_1, 96 x sky130_fd_sc_hd__ha_1. STA classifies the critical path startpoint as an input pin.

The number of hold-slack violations in the final timing report stands at 0. The global routing stage identified its most utilized layer as met1. The power report puts the leakage power at ~4.3 nW. The stage-log warning count stands at 65. Counting only logic cells after layout, the most numerous master is sky130_fd_sc_hd__nor2_1.

In the setup report, the worst path falls into the class input pin to output port. Of the total synthesized cell area, the portion taken by AND, OR, NAND and NOR gates is 20.61%. Headroom to the max-slew limit came out at around a third. In this run, the number of DRC markers left after iteration 0 of detailed routing was ~1200. The global-route track usage on met3 stands at 6.825%.

The ratio of total power to cell area stands at 37.26 nW/um^2. The area fraction in compound gates after synthesis stands at a little over a quarter. Overall power consumption after layout is estimated at 0.0003973 W. In this run the worst hold path is classified as input pin to output port.

The via count of the first global-routing pass stands at about 10000. The timer found 32 register pins that no clock reaches; their paths are not timed. The routed layout has ~11000 vias.

The synthesized netlist devotes 12.81% of its cell area to adder and majority cells. The met1 track demand over resource in global routing stands at around 56%. The total wire length stands at 43.48 mm. The fmax stands at ~0.079 GHz.

After floorplanning, the die was sized to cover 24450 sq um. The register with the most flip-flops in the layout has 32 of them. The post-synth design cell area stands at 9530 sq um. In this run, synthesis inferred 0 flip-flops with an integrated enable. Before placement the cells fill roughly two fifths of the core. Looking at the VDD voltage map, the peak drop is 14.96 uV. The number of placement rows stands at 56.

The half-perimeter wire length after placement stands at 33.33 mm. In this run the tool buffered the top-level ports with 101 buffer cells. Setup repair after global routing left no endpoint under its margin.

The final cycle utilization of the critical path stands at 81.98%. The count of antenna diodes in the layout stands at 0. Using the TritonRoute via totals, the vias-per-cell ratio works out to 6.593. Looking at the cell usage after synthesis, the top flip-flop cell is sky130_fd_sc_hd__dlxtn_1. The total global-route track usage stands at between 30% and 40%. The number of antenna violations at the first check in global routing stands at 0. The post-route netlist has between 10% and 20% of its cells at a drive strength greater than 1. The hold-fix buffer count after cts stands at 0. The largest net degree at the start of global routing stands at 56.

The area of the placeable core stands at roughly 23000 sq um. The register bit count reported by yosys stands at 32.

The first global-routing pass estimated around 65 mm of wire. The post-layout utilization of the core stands at 45.57%.

The required time at the endpoint of the critical path stands at 12.32 ns. The fraction of met2 tracks used by global routing stands at 53.66%. The cell-mix breakdown from Yosys lists the XOR/XNOR area share as between 4 and 5%. Pin placement for this block handled 102 I/O pins. Looking at the max-slew report, the worst-margin pin has a slew of approximately 1.0 ns.

The area reported by Yosys stat stands at about 9500 sq um. The routed layout reports a DRC error count of 0. Per the Yosys statistics, synthesis produced 1271 cells. Post-CTS timing repair inserted 0 buffers for setup.

The count of final max-slew check failures stands at 0. The OpenROAD report gives the critical path a data arrival time of 9.54 ns. In this run the remaining antenna-violating nets after routing total 0.
==> through the flow <==
stage               area (sq um)  hold WS [ns]  instances  setup slack [ns]
finish                     10660         7.440       1616             2.775
global route               10660         7.502       1616             2.301
CTS                        10660         7.428       1616             2.824
floorplan                   9530         6.564       1271             4.704
detailed placement         10660         7.422       1616             2.829
global placement           10660         7.426       1616             2.974
==> worst max-delay path: stages <==
cell                              delay (ns)
sky130_fd_sc_hd__clkdlybuf4s50_1        0.39
sky130_fd_sc_hd__buf_4                  0.22
sky130_fd_sc_hd__nor2_1                 0.45
sky130_fd_sc_hd__nand2_1                0.10
sky130_fd_sc_hd__buf_4                  0.26
sky130_fd_sc_hd__nor2_1                 0.68
sky130_fd_sc_hd__o21ai_0                0.29
sky130_fd_sc_hd__a21oi_1                0.33
sky130_fd_sc_hd__o21ai_0                0.39
sky130_fd_sc_hd__xnor2_1                0.25
sky130_fd_sc_hd__ha_1                   0.26
sky130_fd_sc_hd__nor4_1                 0.26
sky130_fd_sc_hd__or3b_2                 0.55
sky130_fd_sc_hd__nand3_1                0.09
sky130_fd_sc_hd__or3b_1                 0.37
sky130_fd_sc_hd__a2111o_1               0.39
sky130_fd_sc_hd__nor4_1                 0.28
sky130_fd_sc_hd__nand4_1                0.24
sky130_fd_sc_hd__nor2_1                 0.17
sky130_fd_sc_hd__clkdlybuf4s50_1        0.47
==> synthesized netlist by cell type (15+ instances only) <==
library cell	count	area (sq um)
sky130_fd_sc_hd__nor2_1	115	431.7
sky130_fd_sc_hd__mux4_2	65	1464
sky130_fd_sc_hd__nand3_1	39	195.2
sky130_fd_sc_hd__buf_2	18	90.09
sky130_fd_sc_hd__a21oi_1	89	445.4
sky130_fd_sc_hd__ha_1	96	1201
sky130_fd_sc_hd__a21o_1	15	112.6
sky130_fd_sc_hd__inv_1	82	307.8
sky130_fd_sc_hd__nor3_1	29	145.1
sky130_fd_sc_hd__a211oi_1	17	127.6
sky130_fd_sc_hd__o21ai_0	78	390.4
sky130_fd_sc_hd__dlxtn_1	32	480.5
sky130_fd_sc_hd__mux2i_1	41	410.4
sky130_fd_sc_hd__nand4_1	15	93.84
sky130_fd_sc_hd__o211ai_1	16	120.1
sky130_fd_sc_hd__a31oi_1	17	106.4
sky130_fd_sc_hd__xnor2_1	41	359.1
sky130_fd_sc_hd__clkbuf_1	67	251.5
sky130_fd_sc_hd__nand2_1	111	416.7
==> where the power goes <==
part / internal [W] / switching [W] / leakage [nW]
clock: 0 / 0 / 0
combinational: 0.000150 / 0.000227 / 4.04
sequential: 0.0000138 / 0.00000614 / 0.257
total: 0.000164 / 0.000233 / 4.29
==> layer usage <==
| metal | share of wire [%] | up-vias |
|---|---|---|
| li1 | - | 4843 |
| met1 | 45 | 5145 |
| met2 | 43 | 601 |
| met3 | 9.6 | 65 |
| met4 | 2.3 | 0 |
| met5 | 0 | - |
==> path summary, 6_finish.rpt <==
kind / from / endpoint / slack, ns / depth (start not counted)
worst min-delay path: i_operand2[3] / o_zero / 7.44 / 7
worst max-delay path: i_ALUControl[3] / o_zero / 2.78 / 20
==> cell families after synthesis <==
logic type / after synthesis
muxes: 122
adders and majority gates: 97
xor gates and xnor gates: 47
buffers and inverters: 191
AOI/OAI and AO/OA: 376
latches: 32
other: 1
and+or+nand+nor: 405
==> cell type report <==
cell class | count | area (sq um)
sequential | 32 | 480.5
timing repair buffer | 134 | 1229
multi-input combinational | 1048 | 8244
fill | 2461 | 12740
tap | 319 | 399.1
inverter | 83 | 311.5
No activity file was given, so power comes from the tool's default toggle rates.
