$ cat run.sh
#!/bin/bash
# OpenROAD 26Q1-2900-gdf79404cd8, Yosys 0.63+post, stock flow scripts
make -C /OpenROAD-flow-scripts/flow DESIGN_CONFIG=/design/flow/config.mk WORK_HOME=/design/flow/orfs finish
$ cat config.mk
export PLATFORM = sky130hd
export DESIGN_NAME = RegMem
export DESIGN_NICKNAME = RegMem
export VERILOG_FILES = /design/flow/design.v
export SDC_FILE = /design/flow/constraint.sdc
export NUM_CORES = 4
export LEC_CHECK = 1
export CORE_UTILIZATION = 50
$ cat constraint.sdc
current_design RegMem

set clk_period 8.5
set clk_io_pct 0.2

create_clock -name clk0 -period $clk_period [get_ports {i_clock}]

set non_clock_inputs [all_inputs -no_clocks]
set_input_delay [expr $clk_period * $clk_io_pct] -clock clk0 $non_clock_inputs
set_output_delay [expr $clk_period * $clk_io_pct] -clock clk0 [all_outputs]
$ cat design.v
module RegMem(  o_read1,
                o_read2, 
                i_reg1_addr, 
                i_reg2_addr, 
                i_regW_addr,
                i_regW_val,
                i_RegWrite,
                i_clock);
    output  wire[31:0]  o_read1,
                        o_read2;
    input   wire[4:0]   i_reg1_addr,
                        i_reg2_addr,
                        i_regW_addr;
    input   wire[31:0]  i_regW_val;
    input   wire        i_RegWrite,
                        i_clock;  
    reg[31:0]   reg_arr[0:31];
    assign o_read1 = reg_arr[i_reg1_addr];
    assign o_read2 = reg_arr[i_reg2_addr];
    always @(posedge i_clock) begin
        if (i_RegWrite)
            reg_arr[i_regW_addr] <= i_regW_val;
    end
    initial begin
        reg_arr[0] = 0;
        reg_arr[1] = 0;
        reg_arr[2] = 0;
        reg_arr[3] = 0;
        reg_arr[4] = 0;
        reg_arr[5] = 0;
        reg_arr[6] = 0;
        reg_arr[7] = 0;
        reg_arr[8] = 0;
        reg_arr[9] = 0;
        reg_arr[10] = 0;
        reg_arr[11] = 0;
        reg_arr[12] = 0;
        reg_arr[13] = 0;
        reg_arr[14] = 0;
        reg_arr[15] = 0;
        reg_arr[16] = 0;
        reg_arr[17] = 0;
        reg_arr[18] = 0;
        reg_arr[19] = 0;
        reg_arr[20] = 0;
        reg_arr[21] = 0;
        reg_arr[22] = 0;
        reg_arr[23] = 0;
        reg_arr[24] = 0;
        reg_arr[25] = 0;
        reg_arr[26] = 0;
        reg_arr[27] = 0;
        reg_arr[28] = 0;
        reg_arr[29] = 0;
        reg_arr[30] = 0;
        reg_arr[31] = 0;
    end
endmodule
==> run summary <==
First-pass GRT wire length - 218200 µm
Register area - 0.03075 mm²
Post-route worst setup slack - 1876 ps
Slew of the pin with the lowest slew margin - 1022 ps
Largest register FFs - 1024
Vias - 31.14k
Overflow after GRT - 0
Yosys cell count - 3386
Antenna diode count - 0
Worst setup EP type - primary output
Most frequent cells in the layout - mux2i_1 (1024), edfxtp_1 (1024), nand3_1 (194), nand2_1 (193)
Psw - 2569 µW
Initial antenna violation count - 5
Core box area - 0.09671 mm²
Final Critical Period - 6624 ps
DIE HEIGHT - 314.4 µm
Ys flop type - edfxtp_1
CP required - 6800 ps
Hold Path Sink - reg_arr[1][4]
Setup_tns - 0 ps
Most flops, register - reg_arr
Final tally of hold violations - 0
Final Wtd Congestion - 0.8812
Htree depth - 3
CTS Buf Count - 108
Iter 0 DRT Violations - 2264
Design area - 0.05462 mm²
Flops after synth - 1024
Vias in the first global route - 32.53k
Asr flop ratio synth - 0%
CP Launch Type - primary input
P_leak - 0.02006 µW
Pin count of the biggest net entering global routing - 93
Clock Pin Slew Worst Setup and Hold Paths - 60 ps
Die X - 314.4 µm
Post-cts gate resize count - 0
Avg Cell Area, Syn - 14.41 µm²
YS warnings - 1
Die ar. - 0.09883 mm²
Synthesis area per yosys - 0.04879 mm²
Tool warnings - 26
Final period util - 77.93%
Pins over their slew limit - 0
Detailed placement HPWL - 82710 µm
Maxcap violations - 0
Area Growth Syn to Fin - 11.95%
Post-synth cell types - 23
Max Clock Freq - 151.0 MHz
I/O pins - 113
Port bufs - 112
Crit-path max FO - 40
Reg power frac - 50.9%
Hold Crit Depth - 2
Wirelength, routed - 152000 µm
Initial DRT Pass Iterations - 5
Setup bufs post-CTS - 0
Final std cells w/o fill - 4834
Combinational cell fraction of total power - 9.4%
Count of library flops with an enable pin - 1024
Register area share after synthesis - 63.03%
Root Driver - clkbuf_16
Layout cells sized above 1 - 8.741%
Slew HR - 31.67%
Largest buffer count on any clock path - 3
MI comb area - 0.01678 mm²
Outcome - finished, final reports clean
TritonCTS Sinks - 1024
Mapped Cells - 3386
DRC Markers - 0
CTS tree - yes
Registers with the most flip-flops - reg_arr: 1024 flops
Worst EP arrival - 4920 ps
Filler Cell Count - 7300
Worst VDD drop - 0.1550 mV
Final setup viols - 0
Clock power frac - 39.7%
Worst Hold Class - primary input to flop
Syn Std Cell Area - 0.04879 mm²
Post-DRT Antenna Nets - 0
Vias per cell - 6.441
Worst slack at placement - 1911 ps
Min-Delay Startpoint - i_regW_val[4]
Power Internal - 8522 µW
GR Util All Layers - 33.84%
Area of placed instances - 0.05136 mm²
Cts hold-fix bufs - 0
Pre-Place Util - 50.45%
Sw Share - 23.16%
RSZ-0062 raised after global routing - no
Cell area power density - 203.1 mW/mm²
Wire per inst - 31.44 µm
Layout Utilization - 56.48%
Std-Cell Rows - 114
Critical path type - primary input to primary output
Placed instance count - 4642
## cell families after synthesis
group | Yosys count | share of synthesized area [%]
multiplexers | 1024 | 21.01
flip-flops | 1024 | 63.03
AND-OR/OR-AND | 576 | 8.042
AND/OR/NAND/NOR | 509 | 4.714
buffers and inverters | 253 | 3.211
## worst max-delay path, stage by stage
cell and delay [ps]:
clkdlybuf4s50_1 640, and2_4 650, buf_4 640, a22o_1 220, nor3_1 50, a31oi_1 200
nand3_1 280, clkdlybuf4s50_1 520
## metal layers
metal  up-vias  share of wire (%)  GRT usage, %  routed length, µm
met5         -               0.17         1.789                252
met2      2099                 45         48.12              68910
met1     15110                 34         43.81              51900
met3       343                 17         23.27              25120
li1      13570                  -             -                  -
met4        12                3.8         9.643               5767
## worst max path at each step
stage,from,end,slack [ps],depth (start not counted)
CTS,i_reg2_addr[2],o_read2[16],1910,8
global route,i_reg2_addr[2],o_read2[16],1740,8
finish,i_reg2_addr[2],o_read2[16],1880,8
## final cells by class
| cell class | count | share of cell area (%) |
|---|---|---|
| sequential | 1024 | 56.30 |
| multi-input combinational | 2109 | 30.72 |
| clock buffer | 134 | 5.244 |
| timing repair buffer | 233 | 4.101 |
| tap | 1276 | 2.923 |
| clock inverter | 58 | 0.7125 |
## per-stage QoR
step,power [µW],hold slack [ps]
floorplan,6326,1799
detailed placement,6778,2532
CTS,11130,1812
global placement,6766,2524
finish,11090,1838
global route,11390,1855
## power by group through the flow
stage | Sequential [µW] | Clock, µW | Combinational, µW
after CTS | 5640 | 4450 | 1030
after global routing | 5650 | 4640 | 1100
final | 5640 | 4400 | 1040
## cell usage after synthesis (4+ instances only)
cell type,number,area [µm²]
a22oi_1,192,1441
nand3_1,194,970.9
nand3b_1,5,37.54
nor3_1,64,320.3
nor2_1,35,131.4
nand2b_1,4,25.02
clkbuf_1,86,322.8
nand2_1,195,732.0
mux2i_1,1024,10250
clkbuf_4,4,30.03
a21oi_1,192,960.9
a31oi_1,64,400.4
a22o_1,128,1121
nor2b_1,4,25.02
buf_4,47,352.8
edfxtp_1,1024,30750
buf_2,70,350.3
buf_6,45,506.7
Power and IR drop assume default switching activity.
