**design/flow/run.sh**
```bash
#!/bin/bash
# OpenROAD 26Q1-2900-gdf79404cd8, Yosys 0.63+post, stock flow scripts
make -C /OpenROAD-flow-scripts/flow DESIGN_CONFIG=/design/flow/config.mk WORK_HOME=/design/flow/orfs finish
```
**design/flow/constraint.sdc**
```tcl
current_design ALUControl

set clk_period 4.2
set clk_io_pct 0.2

create_clock -name clk0 -period $clk_period

set non_clock_inputs [all_inputs -no_clocks]
set_input_delay [expr $clk_period * $clk_io_pct] -clock clk0 $non_clock_inputs
set_output_delay [expr $clk_period * $clk_io_pct] -clock clk0 [all_outputs]
```
**design/flow/design.v**
```verilog
module ALUControl(  o_operation, 
                    i_ALUop, 
                    i_func7, 
                    i_func3 );
        output  reg[3:0]   o_operation;
        input   wire[1:0]   i_ALUop;
        input   wire[6:0]   i_func7;
        input   wire[2:0]   i_func3;
                wire[11:0]  ALUKey;
        assign ALUKey = {i_ALUop, i_func7, i_func3};
        always @(ALUKey)
        begin
                casex(ALUKey)
                        12'b1x0000000111: o_operation = 4'b0000;  
                        12'b1x0000000110: o_operation = 4'b0001;  
                        12'b00xxxxxxxxxx: o_operation = 4'b0010;  
                        12'b1x0000000000: o_operation = 4'b0010;  
                        12'b1x0000000001: o_operation = 4'b0011;  
                        12'bx1xxxxxxxxxx: o_operation = 4'b0110;  
                        12'b1x0100000000: o_operation = 4'b0110;  
                        12'b1x0000000001: o_operation = 4'b1000;  
                        12'b1x0000000101: o_operation = 4'b1001;  
                        12'b1x0100000101: o_operation = 4'b1010;  
                        default: o_operation = 4'b0;
                endcase
        end
endmodule
```
**design/flow/config.mk**
```make
export PLATFORM = sky130hd
export DESIGN_NAME = ALUControl
export DESIGN_NICKNAME = ALUControl
export VERILOG_FILES = /design/flow/design.v
export SDC_FILE = /design/flow/constraint.sdc
export NUM_CORES = 4
export LEC_CHECK = 1
export CORE_AREA = 10 10 70 70
export DIE_AREA = 0 0 80 80
```
==> flow_summary.yaml <==
# generated from flow reports
outcome:
  outcome: "completed"
floorplanning:
  dieHeight_um: 80
  fp.dieW_um: 80
  placeableCoreArea_um2: 3420
  die_area_um2: 6400
  floorplan.core_util: 0.0516
  rows: 21
  io_pins: 16
power_and_ir_drop:
  pwr_density_cell_nw_per_um2: 68.0
  intPower_w: 0.0000166
  swShare: 0.376
  combPwrFrac: 1.000
  static-leakage-power_nw: 0.123
  clockPowerShare: 0
  seq_power_share: 0
  worst_case_vdd_ir_drop_v: 0.00000753
  p_sw_w: 0.00000998
worst_hold_path:
  worstHoldPathType: "primary input to output port"
  worst_hold_startpoint: "i_func7[5]"
  hold_depth: 4
  worstHoldEndpoint: "o_operation[2]"
yosys:
  netlist.top_cell.by_area: "nor4b_4"
  ys_chip_area_um2: 176
  unique_masters_post_synth: 19
  area_leaders: "nor4b_4 13%, nor4_1 11%, inv_1 8.5%, a31oi_1 7.1%, nor3_1 5.7%"
  syn_area_um2: 176
  cells_after_synthesis: 28
  synth.top_cell.area_share: 0.135
  synth-warning-count: 1
  syn_avg_cell_area_um2: 6.30
  seq_area_frac_synth: 0
  synth.yosys.num_cells: 28
setup_path:
  critPathRequiredTime_ns: 3.36
  criticalPathCategory: "primary input to output port"
  timing.critical_path.to_type: "output port"
  cp_data_arrival_time_ns: 2.72
  critical_path_maximum_fanout: 5
  critical_path.startpoint_type: "primary input"
clocking:
  post_cts_hold_fix_bufs: 0
  cts.repair_timing.setup_buffer_count: 0
  cts_repair_resize_count: 0
global_route:
  via_count_of_the_first_global_routing_pass: 266
  grt_start_max_net_pins: 7
  wire_length_of_the_first_global_routing_pass_um: 1260
  grt_overflow: 0
  grt.total_usage: 0.0238
  antenna_found_initial: 0
final_timing:
  setup-tns-final_ns: 0
  timing.hold.ws_ns: 2.70
  max_freq_mhz: 281
  timing_hold_violations_final: 0
  unrepaired_setup_endpoints_after_global_routing: "false"
  timing.final.crit_period_ns: 3.56
  fin_crit_sh: 0.848
  timing_worst_slew_pin_value_ns: 0.392
  relative_slew_margins: 0.736
  setup-violations-final: 0
  report.final.slew_viol_count: 0
detailed_routing:
  routedLengthMet1_um: 304
  drt_wl_total_um: 767
  wl_met3_um: 108
  detail_route.first_pass.iterations: 4
  met2_length_um: 355
  route.detailed.wl_per_inst_um: 8.62
  route.vias.total: 252
  ant_nets: 0
  top_layer_used: "met3"
  diodes: 0
  drcViolationCount: 0
  drt_first_iter_violations: 18
  routed_via_density: 2.83
cells_and_area:
  final-seq-area_um2: 0
  final_layout_size_suffix_gt1_frac: 0.0698
  area_used_by_multi_input_combinational_logic_um2: 158
  seq_cell_count: 0
  final_cells: 89
  n_clock_buffer: 0
  filler_cell_count: 393
  area_delta_synth_final_pct: 121
placement:
  gpl.final_weighted_congestion: 0.781
  dpl.cell_count: 89
  io_buffer_count: 16
  dp_hpwl_um: 691
flow_run:
  warnings: 32
  max_cap_violations: 0
==> power groups by stage <==
stage	Clock [W]	Sequential [W]	Combinational (W)
4_1_cts	0	0	0.0000268
5_1_grt	0	0	0.0000293
6_report	0	0	0.0000265
==> how the worst max path moves through the flow <==
stage	from	end	slack, ns
CTS	i_ALUop[1]	o_operation[1]	0.60
global route	i_ALUop[1]	o_operation[1]	0.50
finish	i_ALUop[1]	o_operation[1]	0.64
==> cell usage in the layout, fill, tap and decap left out, types with 2 or more instances in the layout <==
master and count:
inv_1 4, nand2_1 2, clkdlybuf4s50_1 16, a31oi_1 2, nor4_1 3, o21ai_0 2, nor3_1 2
==> metrics by stage <==
step | setup WS (ns) | power [W] | cell area (µm²) | utilization
2_1_floorplan | 1.68 | 0.00000796 | 176 | -
3_3_place_gp | 0.636 | 0.0000261 | 390 | 0.114
3_5_place_dp | 0.611 | 0.0000267 | 390 | 0.114
4_1_cts | 0.604 | 0.0000268 | 390 | 0.114
5_1_grt | 0.499 | 0.0000293 | 390 | 0.114
6_report | 0.639 | 0.0000265 | 390 | 0.114
==> cell families after synthesis <==
logic type | after synthesis | share of synthesized area
and+or+nand+nor | 15 | 0.589
AOI/OAI and AO/OA | 6 | 0.206
buffers and inverters | 5 | 0.106
xor gates and xnor gates | 2 | 0.0993
==> cell type report <==
cell class / instances / area share
Inverter: 4 / 0.0385
Multi-Input combinational cell: 23 / 0.404
Tap cell: 46 / 0.147
Timing Repair Buffer: 16 / 0.410
==> synth_stat cells, drive strengths merged, types with 2 or more instances <==
cell / number
o21ai: 2
nand2: 3
nor4: 3
inv: 4
nor3: 2
and3: 2
a31oi: 2
==> routing by layer <==
| layer | vias up | GRT usage |
|---|---|---|
| met4 | 0 | 0 |
| met2 | 10 | 0.0425 |
| met3 | 0 | 0.0114 |
| met5 | - | 0 |
| li1 | 139 | - |
| met1 | 103 | 0.0264 |
==> critical path, cell delays in order <==
cell and delay (ns):
clkdlybuf4s50_1 0.55, nor4b_4 0.34, nand2_2 0.08, or3_1 0.31, and3_1 0.19, clkdlybuf4s50_1 0.42
Power and IR drop assume default switching activity.
